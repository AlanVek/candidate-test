==> flow/design.v <==
module top(dat_r, dat_w, we, clk, rst, adr);
  input [3:0] adr;
  input clk;
  output [7:0] dat_r;
  reg [7:0] dat_r;
  input [7:0] dat_w;
  reg [3:0] mem_r_addr;
  wire [7:0] mem_r_data;
  reg [3:0] mem_w_addr;
  reg [7:0] mem_w_data;
  reg mem_w_en;
  input rst;
  input we;
  reg [7:0] mem [15:0];
  initial begin
    mem[0] = 8'h90;
    mem[1] = 8'hb3;
    mem[2] = 8'h23;
    mem[3] = 8'hfe;
    mem[4] = 8'ha7;
    mem[5] = 8'h4f;
    mem[6] = 8'h2c;
    mem[7] = 8'h5d;
    mem[8] = 8'h57;
    mem[9] = 8'h93;
    mem[10] = 8'h5a;
    mem[11] = 8'h77;
    mem[12] = 8'h51;
    mem[13] = 8'h12;
    mem[14] = 8'h6e;
    mem[15] = 8'h98;
  end
  reg [3:0] _0_;
  always @(posedge clk) begin
    _0_ <= mem_r_addr;
    if (mem_w_en) mem[mem_w_addr] <= mem_w_data;
  end
  assign mem_r_data = mem[_0_];
  always @* begin
    mem_r_addr = 4'h0;
    mem_r_addr = adr;
  end
  always @* begin
    dat_r = 8'h00;
    dat_r = mem_r_data;
  end
  always @* begin
    mem_w_addr = 4'h0;
    mem_w_addr = adr;
  end
  always @* begin
    mem_w_data = 8'h00;
    mem_w_data = dat_w;
  end
  always @* begin
    mem_w_en = 1'h0;
    mem_w_en = we;
  end
endmodule
==> flow/run.sh <==
#!/bin/bash
# OpenROAD 26Q1-2900-gdf79404cd8, Yosys 0.63+post, stock flow scripts
make -C /OpenROAD-flow-scripts/flow DESIGN_CONFIG=/design/flow/config.mk WORK_HOME=/design/flow/orfs finish
==> flow/config.mk <==
export PLATFORM = sky130hd
export DESIGN_NAME = top
export DESIGN_NICKNAME = top
export VERILOG_FILES = /design/flow/design.v
export SDC_FILE = /design/flow/constraint.sdc
export NUM_CORES = 4
export LEC_CHECK = 1
export CORE_UTILIZATION = 40
==> flow/constraint.sdc <==
current_design top

set clk_period 3.8
set clk_io_pct 0.2

create_clock -name clk0 -period $clk_period [get_ports {clk}]

set non_clock_inputs [all_inputs -no_clocks]
set_input_delay [expr $clk_period * $clk_io_pct] -clock clk0 $non_clock_inputs
set_output_delay [expr $clk_period * $clk_io_pct] -clock clk0 [all_outputs]
==> results_tabular.tex <==
% Generated from flow reports
\begin{tabular}{lr}
\hline
Metric & Value \\
\hline
\multicolumn{2}{l}{\textbf{Power}} \\
PD cells & around 560 nW/um2 \\
Total power of the final layout & $\sim$0.0035 W \\
Static leakage & slightly above 2 nW \\
Peak ir drop on the vdd network & between 0.3 and 0.4 mV \\
\multicolumn{2}{l}{\textbf{Cells and area}} \\
Largest registers ranked by flip-flop count & mem x128 \\
Area growth, synth to finish & 21.68\% \\
Flip-flop count of the largest register, all copies and words added & approximately 130 \\
Post-route insts no fill & $\sim$450 \\
Share of final-layout standard cells stronger than drive strength 1 & 0.2343 \\
Utilization after layout & 0.5070 \\
Number of filler instances in the final layout & 969 \\
Register ranked first by flip-flop count & mem \\
\multicolumn{2}{l}{\textbf{Routing}} \\
Top Metal Used & met4 \\
Initial drt markers & $\sim$170 \\
Via/cell ratio & between 5 and 6 \\
DRT met1 WL & 3702 um \\
Vias after detailed routing & about 2300 \\
Routed len/inst & approximately 21 um \\
Detailed Routing Iterations Pass 1 & 6 \\
Antenna cells & 0 \\
Routed wl met3 & 1286 um \\
Number of remaining DRC errors & 0 \\
Metal2 WL & roughly 4300 um \\
Wire length after detailed routing & approximately 9500 um \\
Remaining number of nets flagged by the antenna check after routing & 0 \\
\multicolumn{2}{l}{\textbf{Final timing}} \\
Count of pins over their slew limit & 0 \\
Final setup vio count & 0 \\
Post-layout period usage of the worst path & 0.8886 \\
Final Critical Period & approximately 3.4 ns \\
Unrepaired setup endpoints after global routing & no \\
Relative slew slack & 0.4649 \\
Total negative slack for setup checks & 0 ns \\
Worst-Margin Slew & 0.7998 ns \\
Highest clock rate & about 300 MHz \\
Final hold violations & 0 \\
\multicolumn{2}{l}{\textbf{Clock network}} \\
Maximum level of the CTS H-tree & 4 \\
TritonCTS clock tree & built \\
Hold-fix buffers at CTS & 0 \\
Post-CTS repair timing setup buffer count & 0 \\
Clock Root Buffer & sky130\_fd\_sc\_hd\_\_clkbuf\_16 \\
Max Root-Sink Buffers & 2 \\
Sinks on the clock net & 132 \\
Number of buffers created by CTS & 17 \\
Clock transition time at the flip-flop clock pins of the worst setup and hold paths & 0.05 ns \\
Number of instances resized during post-cts repair & 0 \\
\multicolumn{2}{l}{\textbf{Setup path}} \\
Worst setup path category & flop to output port \\
CP peak stage delay & around 0.60 ns \\
Buffer and inverter count on the worst path & 2 \\
Critical-path maximum fanout & 22 \\
Worst path required time & a little over 3 ns \\
Slowest CP cell & sky130\_fd\_sc\_hd\_\_mux4\_1 \\
Top Family by Delay on Critical Path & buffers and inverters \\
Critical Path, Cell by Cell & buf\_12 > mux4\_1 > a22oi\_1 > nand2\_1 > clkdlybuf4s50\_1 \\
CP Capture Type & output port \\
Critical path arrival & 2.62 ns \\
Kind of start point of the critical path & flop \\
\multicolumn{2}{l}{\textbf{Yosys}} \\
Sequential share of the synthesized area & 0.7743 \\
Yosys cell count & approximately 230 \\
Most common cell in the synthesized netlist & sky130\_fd\_sc\_hd\_\_edfxtp\_1 \\
List of most frequent post-synthesis cells & sky130\_fd\_sc\_hd\_\_edfxtp\_1 (128), sky130\_fd\_sc\_hd\_\_mux4\_2 (18), sky130\_fd\_sc\_hd\_\_a22oi\_1 (16) \\
Count of distinct cell types in the synthesized netlist & 19 \\
Post-synth EDFFs & about 130 \\
Mapped Avg Cell Area & around 23 um2 \\
Count of yosys warnings during synthesis & 1 \\
Cell type contributing the most total cell area after synthesis & sky130\_fd\_sc\_hd\_\_edfxtp\_1 \\
Share of the synthesized area in the top cell type & 0.7585 \\
Gate Count Post-Synth & between 200 and 250 \\
Biggest area cells & sky130\_fd\_sc\_hd\_\_edfxtp\_1 (76\%), sky130\_fd\_sc\_hd\_\_mux4\_2 (8.0\%), sky130\_fd\_sc\_hd\_\_mux4\_1 (7.3\%) \\
Yosys stat area & 5067 um2 \\
Flip-flop and latch count after synthesis & 132 \\
Synth async-reset ratio & 0 \\
Area of the mapped netlist & 5067 um2 \\
Main flop type & sky130\_fd\_sc\_hd\_\_edfxtp\_1 \\
\multicolumn{2}{l}{\textbf{Global route}} \\
Global route overflow & 0 \\
Largest net degree at the start of global routing & 33 \\
Via count of the first global-routing pass & 2551 \\
First-pass GRT wire length & $\sim$14000 um \\
Combined global-route utilization of all metal layers & 0.1725 \\
Initial antenna violation count & 0 \\
\multicolumn{2}{l}{\textbf{Hold path}} \\
Kind of path behind the tightest hold check & primary input to flop \\
Launch instance of the worst min-delay path & adr[3] \\
\multicolumn{2}{l}{\textbf{Die}} \\
Die y size & 114.6 um \\
Overall die area & $\sim$13000 um2 \\
Number of placement rows & $\sim$40 \\
Floorplan utilization & 0.4167 \\
Overall die width & 114.6 um \\
Top-level port count & 23 \\
Placeable core area & roughly 12000 um2 \\
\multicolumn{2}{l}{\textbf{Placement}} \\
Post-placement cell count & approximately 420 \\
DPL Wire Length & roughly 5600 um \\
I/O Buffers & 21 \\
Routability cong. & approximately 0.76 \\
\multicolumn{2}{l}{\textbf{Run}} \\
Number of OpenROAD warnings & 26 \\
Number of maximum-capacitance violations & 0 \\
\multicolumn{2}{l}{\textbf{Run status}} \\
Status & complete, no violations \\
\hline
\end{tabular}
==> per-stage QoR <==
stage / area (um2) / worst slack, ns / hold slack [ns]
floorplan: 5067 / 1.547 / 0.7877
global placement: 5550 / 0.8275 / 1.338
detailed placement: 5550 / 0.8028 / 1.336
CTS: 6166 / 0.3576 / 0.9010
global route: 6166 / 0.2579 / 0.9084
finish: 6166 / 0.4232 / 0.9156
==> cell usage in the layout, fill, tap and decap left out, types with 2 or more instances in the layout <==
cell,count
sky130_fd_sc_hd__buf_4,17
sky130_fd_sc_hd__clkinv_4,2
sky130_fd_sc_hd__nor2_1,13
sky130_fd_sc_hd__clkinv_2,2
sky130_fd_sc_hd__mux4_2,18
sky130_fd_sc_hd__nor3_1,4
sky130_fd_sc_hd__clkbuf_16,17
sky130_fd_sc_hd__nand2b_1,2
sky130_fd_sc_hd__clkinvlp_4,3
sky130_fd_sc_hd__mux4_1,14
sky130_fd_sc_hd__bufinv_16,4
sky130_fd_sc_hd__dfxtp_1,3
sky130_fd_sc_hd__clkbuf_1,2
sky130_fd_sc_hd__nand2_1,9
sky130_fd_sc_hd__clkdlybuf4s50_1,21
sky130_fd_sc_hd__edfxtp_1,128
sky130_fd_sc_hd__a22oi_1,16
sky130_fd_sc_hd__nand3b_1,2
==> per-layer routing <==
| layer | vias up | track usage |
|---|---|---|
| met3 | 12 | 0.1181 |
| li1 | 1066 | - |
| met1 | 1158 | 0.2492 |
| met5 | - | 0 |
| met2 | 113 | 0.2412 |
| met4 | 0 | 0.02424 |
==> report_power, final <==
group / switching, W / total [W] / internal [W] / leakage, nW
clock network: 0.000577 / 0.00167 / 0.00110 / 0.291
logic: 0.0000807 / 0.000160 / 0.0000796 / 0.552
registers: 0.00000984 / 0.00164 / 0.00163 / 1.19
total: 0.000668 / 0.00347 / 0.00280 / 2.03
==> layout make-up <==
cell class | count | area [um2] | share of cell area
clock buffers | 19 | 432.9 | 0.07021
clock inverters | 13 | 182.7 | 0.02963
multi-input cells | 83 | 1057 | 0.1715
flip-flops and latches | 132 | 3925 | 0.6366
well taps | 168 | 210.2 | 0.03409
repair buffers | 39 | 357.8 | 0.05804
==> final timing paths <==
kind | depth (start not counted) | end
setup / recovery | 5 | dat_r[0]
hold / removal | 1 | flop
==> cell families after synthesis <==
kind of cell / synth area share
compound gates: 0.02370
mux: 0.1526
flops: 0.7743
buf+inv: 0.01704
simple gates: 0.03235
Power and IR drop assume default switching activity.
